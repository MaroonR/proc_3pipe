===== design/flow/design.v =====
`timescale 1ns / 1ps
module HW5_DFF_syn_high_clear_set(clk, d, set, clear, q, q_cmp);
	input clk, d, set, clear;
	output q, q_cmp;
	reg q;
	always@(posedge(clk))
	begin
		if (clear == 1) q = 0;
		else if (set == 1) q = 1;
		else q = d;
	end
	assign q_cmp = ~q;
endmodule
`timescale 1ns / 1ps
module HW6_load_store_reg_bit_slice(clk, slice_in, clear, set, ld_st, slice_out);
	input	clk, slice_in, clear, set, ld_st;
	output	slice_out;
	wire	[1:0]	w;
	hw1_2x1_MUX_behav MUX(
		.s	(ld_st),
		.i1	(slice_in),
		.i0	(w[1]),
		.o	(w[0])
	);
	HW5_DFF_syn_high_clear_set DFF(
		.clk	(clk),
		.d		(w[0]),
		.set	(set),
		.clear	(clear), 
		.q		(w[1]), 
		.q_cmp	(    )	 
	);
	assign slice_out = w[1];
endmodule
`timescale 1ns / 1ps
module HW6_load_store_reg_n_bit(clk, reg_in, clear, set, ld_st, reg_out);
	parameter n = 4;
	input 			clk, clear, set, ld_st;
	input	[n-1:0]	reg_in;
	output	[n-1:0]	reg_out;
	genvar i;
	HW6_load_store_reg_bit_slice REG_BIT_0(
		.clk		(clk), 	
		.slice_in	(reg_in[0]), 
		.clear		(clear), 
		.set		(set), 
		.ld_st		(ld_st), 
		.slice_out	(reg_out[0])
	);
	generate for (i = 1; i < n; i = i + 1) begin: remaining_bits
		HW6_load_store_reg_bit_slice REG_BITS(
			.clk		(clk), 
			.slice_in	(reg_in[i]), 
			.clear		(clear), 
			.set		(set), 
			.ld_st		(ld_st), 
			.slice_out	(reg_out[i])
		);		
	end
	endgenerate
endmodule
`timescale 1ns / 1ps
module hw1_2x1_MUX_behav(s,i1,i0,o);
  input s, i1, i0;
  output o;
  reg o;
  always @(*)
  begin
    o = s ? i1 : i0;
  end
endmodule

===== design/flow/constraint.sdc =====
current_design HW6_load_store_reg_n_bit

set clk_period 1.2
set clk_io_pct 0.2

create_clock -name clk0 -period $clk_period [get_ports {clk}]

set non_clock_inputs [all_inputs -no_clocks]
set_input_delay [expr $clk_period * $clk_io_pct] -clock clk0 $non_clock_inputs
set_output_delay [expr $clk_period * $clk_io_pct] -clock clk0 [all_outputs]

===== design/flow/config.mk =====
export PLATFORM = sky130hd
export DESIGN_NAME = HW6_load_store_reg_n_bit
export DESIGN_NICKNAME = HW6_load_store_reg_n_bit
export VERILOG_FILES = /design/flow/design.v
export SDC_FILE = /design/flow/constraint.sdc
export NUM_CORES = 4
export LEC_CHECK = 1
export CORE_AREA = 10 10 70 70
export DIE_AREA = 0 0 80 80

===== design/flow/run.sh =====
#!/bin/bash
# OpenROAD 26Q1-2900-gdf79404cd8, Yosys 0.63+post, stock flow scripts
make -C /OpenROAD-flow-scripts/flow DESIGN_CONFIG=/design/flow/config.mk WORK_HOME=/design/flow/orfs finish

==> impl_report.txt <==
IMPLEMENTATION SUMMARY REPORT
----------------------------------------------------
[Run status]
  Outcome ........................ finished, final reports clean

[Worst hold path]
  Worst Hold Launch ........................ remaining_bits[3].REG_BITS.DFF.q$_SDFFE_PP0P_
  Hold EP ........................ remaining_bits[3].REG_BITS.DFF.q$_SDFFE_PP0P_
  HP Class ........................ flip-flop to flip-flop
  Count of cells along the worst hold path ........................ 2

[Worst setup path]
  Worst path slowest cell ........................ sky130_fd_sc_hd__clkdlybuf4s50_1
  Kind of end point of the critical path ........................ flip-flop
  Crit path required time ........................ 1.31 ns
  List of cells traversed by the critical path ........................ clkdlybuf4s50_1 -> mux2i_1 -> a21oi_1
  Launch point of the worst reg-to-reg path ........................ REG_BIT_0.DFF.q$_SDFFE_PP0P_
  Reg2reg path depth ........................ 2
  Arrival time of data at the critical path endpoint ........................ 1.14 ns
  Peak fanout along the critical path ........................ 4
  Critical path launch point type ........................ input pin
  End of the worst register-to-register path ........................ REG_BIT_0.DFF.q$_SDFFE_PP0P_
  Maximum cell stage delay along the critical path ........................ 0.58 ns
  Type of the worst setup path ........................ input pin to flip-flop
  Reg2Reg Setup Slack ........................ 0.56 ns

[Clocking]
  Num Clock Sinks ........................ 4
  Clock input transition at the sequential cells of the worst setup and hold paths ........................ 0.04 ns
  Total number of H-tree levels ........................ 1
  Maximum clock path buffer count ........................ 2
  Clock buffers created by TritonCTS ........................ 3
  TritonCTS clock tree ........................ built
  Late-Pin Clk Latency ........................ 0.23 ns
  Buffer type at the clock tree root ........................ sky130_fd_sc_hd__clkbuf_4
  Count of hold-fix buffers inserted at cts ........................ 0
  Buffers inserted during post-CTS setup optimization ........................ 0

[Timing]
  Slew Viols, Final ........................ 0
  Max frequency ........................ 972 MHz
  Slew headroom ........................ 0.852
  Setup violation total in the final timing report ........................ 0
  Transition time at the pin with the least slew margin ........................ 0.221 ns
  Clock period minus final worst setup slack ........................ 1.03 ns
  Count of endpoints failing hold in the final timing report ........................ 0
  Setup Skew ........................ 0 ns
  Post-route clock period utilization ........................ 0.857
  Setup repair after global routing missed its margin ........................ false

[Logic synthesis]
  Flop and latch count out of synthesis ........................ 4
  Count of instantiated cells in the yosys netlist ........................ 18
  Instance count of the mapped netlist ........................ 18
  Chip area in the Yosys report ........................ 179 sq um
  Number of distinct standard cells referenced by the synthesized netlist ........................ 6
  Yosys warnings ........................ 2
  Mean area per synthesized cell ........................ 9.94 sq um
  Syn Std Cell Area ........................ 179 sq um
  Part of the Yosys area used for sequential elements ........................ 0.448

[Floorplan]
  Overall die width ........................ 80 um
  Overall chip area ........................ 6400 sq um
  Floorplan-stage core utilization ........................ 0.0524
  Std cell rows ........................ 21
  Number of I/O pins ........................ 12
  Placeable core region ........................ 3420 sq um
  Chip height ........................ 80 um

[Flow run]
  Count of max-cap constraint violations ........................ 0
  Count of tool warnings ........................ 25

[Routing]
  Total routed wirelength ........................ 527 um
  Metal1 wirelength ........................ 233 um
  Routed WL per cell ........................ 7.12 um
  Detailed route wirelength on metal3 ........................ 167 um
  Routed via count divided by cell count ........................ 2.12
  Top sig layer ........................ met4
  Wire length on met2 ........................ 116 um
  Pre-antenna DRT Iters ........................ 1
  DRC viols ........................ 0
  DRT antenna net count ........................ 0
  Count of vias placed by the detailed router ........................ 157
  Violation tally from detailed-route iteration zero ........................ 0

[GRT]
  Antenna violations before repair ........................ 1
  Overflow left after global routing ........................ 0
  Vias in the first global route ........................ 155
  Global-route wire length before repair ........................ 724 um
  All-Layer GR Usage ........................ 0.0160
  Largest net degree at the start of global routing ........................ 5

[Power and ir drop]
  Worst ir drop on vdd ........................ 0.000155 V
  Power density over the cells ........................ 1090 nW/um^2
  Lkg Pwr ........................ 0.135 nW

[Cells and area]
  Comb. cell area ........................ 60.1 sq um
  Util after Layout ........................ 0.0985
  Fraction of final layout cells sized beyond drive strength 1 ........................ 0.259
  Layout filler cell count ........................ 405
  Reg area ........................ 85.1 sq um
  Most frequent logic cells in the routed design ........................ sky130_fd_sc_hd__clkdlybuf4s50_1, sky130_fd_sc_hd__dfxtp_2, sky130_fd_sc_hd__mux2i_1, sky130_fd_sc_hd__a21oi_1, sky130_fd_sc_hd__dlygate4sd2_1
  Area growth, synth to finish ........................ 88.1%
  Most common library cell in the layout ignoring fill and taps ........................ sky130_fd_sc_hd__clkdlybuf4s50_1
  Layout Cells excl Fill ........................ 74

[Place]
  Count of port buffers added during placement ........................ 11
  Cell count after placement ........................ 70
  Placer Congestion ........................ 0.742

----------------------------------------------------
[registers in the layout, indices dropped and copies added, names as in the netlist]
register / cells
remaining_bits.REG_BITS.DFF.q: 3
REG_BIT_0.DFF.q: 1
[cell type report]
class | instances | area share
antenna | 1 | 0.00743
clock buffer | 3 | 0.0669
inverter | 1 | 0.0112
multi-input combinational | 8 | 0.178
sequential | 4 | 0.253
tap | 46 | 0.171
timing repair buffer | 11 | 0.312
[per-layer routing]
metal / global-route usage / vias to the layer above
li1: - / 76
met1: 0.0194 / 63
met2: 0.0112 / 16
met3: 0.0261 / 2
met4: 0.00528 / 0
met5: 0 / -
[worst max-delay path: cells and delay by family]
family | cells | cell delay, ns
compound gates | 1 | 0.08
mux | 1 | 0.23
buf+inv | 1 | 0.58
[Yosys cell counts, drive strengths merged]
library cell / count / area share
buf: 4 / 0.17
a21oi: 4 / 0.11
dfxtp: 4 / 0.45
inv: 1 / 0.021
clkbuf: 1 / 0.028
mux2i: 4 / 0.22
[repair_timing]
item	CTS	global route
setup endpoints to repair	4	0
endpoints found under the hold margin	0	0
gates resized	8	0
[kinds of logic (layout without fill, tap and decap cells)]
group                  after synthesis  after routing  share of synthesized area
DFF                                  4              4                      0.448
AOI/OAI and AO/OA                    4              4                      0.112
other                                0              1                          0
muxes                                4              4                      0.224
buffers and inverters                6             15                      0.217
[per-stage QoR]
stage,setup TNS [ns],total power (W),cell area (sq um),setup slack [ns],hold WS (ns)
final,0,0.000366,337,0.172,0.538
after global routing,0,0.000386,337,0.132,0.572
after CTS,0,0.000377,334,0.175,0.537
after detailed placement,-0.222,0.000212,312,-0.0595,0.541
after floorplan,0,0.000180,179,0.453,0.309
after global placement,-0.154,0.000212,312,-0.0427,0.532
[worst max path at each step]
stage | from | to | slack, ns | cells past startpoint
5_1_grt | ld_st | remaining_bits[3].REG_BITS.DFF.q$_SDFFE_PP0P_ | 0.13 | 3
6_report | ld_st | REG_BIT_0.DFF.q$_SDFFE_PP0P_ | 0.17 | 3
4_1_cts | ld_st | REG_BIT_0.DFF.q$_SDFFE_PP0P_ | 0.17 | 3
[report_power, final]
group,total [W],internal [W],switching [W],leakage [nW]
Clock,0.000161,0.000111,0.0000500,0.0138
Sequential,0.000150,0.000146,0.00000402,0.0342
Combinational,0.0000544,0.0000386,0.0000157,0.0869
Total,0.000366,0.000296,0.0000697,0.135
Power is estimated from default activity; no workload was simulated.

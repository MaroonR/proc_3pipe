==> design/flow/config.mk <==
export PLATFORM = sky130hd
export DESIGN_NAME = n_bit_ALU_generate
export DESIGN_NICKNAME = n_bit_ALU_generate
export VERILOG_FILES = /design/flow/design.v
export SDC_FILE = /design/flow/constraint.sdc
export NUM_CORES = 4
export LEC_CHECK = 1
export CORE_UTILIZATION = 30
==> design/flow/constraint.sdc <==
current_design n_bit_ALU_generate

set clk_period 11.6
set clk_io_pct 0.2

create_clock -name clk0 -period $clk_period

set non_clock_inputs [all_inputs -no_clocks]
set_input_delay [expr $clk_period * $clk_io_pct] -clock clk0 $non_clock_inputs
set_output_delay [expr $clk_period * $clk_io_pct] -clock clk0 [all_outputs]
==> design/flow/design.v <==
`timescale 1 ns / 1ns
module n_bit_ALU_generate(c,Cin,Ain,Bin,Cout,Fout,V,Z,carry_outs);
	parameter n=32;
	input	[n-1:0]	Ain,Bin;
	input	[2:0]	c;
	input			Cin;
	output	[n-1:0]	Fout;
	output	[n:0]	carry_outs;
	output			V,Z,Cout;
	wire	[n:0]	carry;
	wire	[n-1:0]	w;
	genvar i;
	assign carry[0] = Cin;
	assign carry_outs = carry;
	assign Cout = carry[n];
	ALUslice ALU_BIT_0(c,Ain[0],Bin[0],carry[0],carry[1],Fout[0]);
	generate for (i=1; i<=n-1; i=i+1) begin: remaining_bits
		ALUslice ALU_BITS(c,Ain[i],Bin[i],carry[i],carry[i+1],Fout[i]);
	end
	endgenerate
	assign V=(carry[n] ^ carry[n-1]);
	assign Z=~(|Fout);
endmodule
`timescale 1ns / 1ps
module ALUslice(c, ai, bi, ci, co, f);
	input	[2:0]	c;
	input			ai,bi,ci;
	output			co,f;
	wire	[7:0]	w;
	hw1_BFA_gate 		BFA(ai, w[2], ci, w[7], co);
	hw1_2x1_MUX_behav	M1(c[0], w[0], bi, w[2]);
	hw1_2x1_MUX_behav	M2(c[0], w[0], w[1], w[3]);
	hw1_4x1_MUX_RTL	M3({w[4], w[5], w[3], w[7]}, c[2:1], f);
	and (w[4], ai, w[2]);
	or	(w[5], ai, w[2]);
	not (w[0], bi);
	not (w[1], ai);
endmodule
`timescale 1ns / 1ps
module hw1_2x1_MUX_behav(s,i1,i0,o);
  input s, i1, i0;
  output o;
  reg o;
  always @(*)
  begin
    o = s ? i1 : i0;
  end
endmodule
`timescale 1ns / 1ps
module hw1_4x1_MUX_RTL(i, s, o);
  input [3:0]i;
  input [1:0]s;
  output o;
  assign o = i[s];
endmodule
`timescale 1ns / 1ps
module hw1_BFA_gate(a, b, cin, s, cout);
  input a, b, cin;
  output s, cout;
  wire wx0, wa0, wa1, wa2;
  xor (wx0, a, b);
  xor (s, wx0, cin);
  and (wa0, a, b);
  and (wa1, a, cin);
  and (wa2, b, cin);
  or (cout, wa0, wa1, wa2);
endmodule
==> design/flow/run.sh <==
#!/bin/bash
# OpenROAD 26Q1-2900-gdf79404cd8, Yosys 0.63+post, stock flow scripts
make -C /OpenROAD-flow-scripts/flow DESIGN_CONFIG=/design/flow/config.mk WORK_HOME=/design/flow/orfs finish
==> flow_summary.ini <==
; implementation run metrics
[worst_setup_path]
worst_ep_arrival_time_ns = 15.75
cpPeakStageDelay_ns = 0.51
crit_fanout = 2
worst-setup-path-type = in2out
required_ns = 9.28
path_delay_family = adder cells
crit_top_cell = fa_2
path_buffers = 3
critPathCaptureType = output pin
slowest_stage = fa_1
start_kind = primary input

[final_layout]
nClkBuffers = 0
lay_top_count = clkdlybuf4s50_1
area_growth_pct = 44.6
regArea_um2 = 0
flops = 0
final_cell_mix = 116 x clkdlybuf4s50_1, 114 x buf_4, 94 x inv_1
drive_gt1_share_pct = 27.9

[final_timing]
hold_violations = 0
rsz0062_at_grt = yes
clock.fmax_mhz = 55.3
drv_slew = 0
period_used_pct = 156
whs_ns = 5.30
setup_slack_ns = -6.47
layout_min_cycle_time_ns = 18.07
max_slew_margin_pct = 53.3
finalSetupViolations = 36
tightest_slew_ns = 0.700

[die]
die_height_um = 124
die_w_um = 124
coreArea_um2 = 14500
rows = 44
chipArea_um2 = 15300
io-pin-count = 136
initial_core_util_pct = 30.7

[synth]
ys_cells = 586
syn-cell-area_um2 = 4460
synthDistinctLibCells = 48
synth.yosys.warnings = 1
ys_area_um2 = 4460
area_leaders = ha_1 18%, fa_1 14%, buf_4 12%, inv_1 8.9%, mux2i_1 7.2%
netlist_instances = 586
top_cell_area_share_pct = 18.0
syn_avg_cell_area_um2 = 7.61
synth_area_leader_cell = ha_1
yosys.stat.seqShare_pct = 0

[global_routing]
grt_usage_pct = 18.8
grt_pass1_vias = 4221
grt_remaining_overflow = 0
grt_start_max_net_pins = 62
grt_pass1_wl_um = 21600
antenna_found_initial = 0

[pwr]
power_density_nw_per_um2 = 59.8
peakVddDrop_mv = 0.0275
leakagePower_nw = 3.17

[outcome]
status = finished, violations left
violations = setup timing

[drt]
wl_per_cell_um = 15.0
via_per_inst = 4.50
ant_nets = 0
num_antenna_cells = 0
dr.first_iter.drc_count = 197
firstDrtPassIters = 4
drc = 0
drt-total-wl_um = 14000
vias = 4206

[clock_tree]
ctsHoldBuffers = 0

[placed_design]
dp_slack_ns = -7.46
portBuffers = 136
hpwlAfterDp_um = 11400
globalplace.congestion = 0.890

[job]
drv_cap = 0
warnings = 99

[min_path]
hp-class = in2out
## cell families after synthesis
logic type                 Yosys count  synth area share (%)
AOI/OAI and AO/OA                  108                  15.0
and+or+nand+nor                    101                  10.6
adders and majority gates           96                  32.3
muxes                               48                  11.7
buffers and inverters              200                  23.9
xor gates and xnor gates            33                  6.49
## power breakdown
part	internal (mW)	switching [mW]	leakage, nW
registers	0	0	0
clock network	0	0	0
logic	0.217	0.168	3.17
total	0.217	0.168	3.17
## repair_timing
action / 4_1_cts / 5_1_grt
pin swaps: 39 / 19
setup buffers: 23 / 14
endpoints found under the setup margin: 38 / 39
resized: 62 / 14
hold endpoints to repair: 0 / 0
## final cells by class
type / count / area [µm²]
fill: 1393 / 8090
multi-input combinational: 386 / 3550
timing repair buffer: 257 / 2250
inverter: 107 / 407
tap: 184 / 230
## Yosys cell counts (all sizes together), types with 2 or more instances
cell type,number
nand3b,2
fa,32
nand2,32
mux2i,32
inv,107
nor2,31
ha,64
mux2,15
o211ai,7
a2111oi,3
nor3,4
o22ai,18
nor4,2
nand3,6
buf,88
a21oi,35
o21a,2
nand2b,8
a211oi,2
clkbuf,5
xor2,33
nor2b,5
and2,2
nand4,6
a31oi,9
o21ai,21
## routing by layer
layer  wire length, µm  track usage, %  up-vias
li1                  -               -     2147
met1              6590            27.6     1934
met2              6470            30.4      113
met3               754            2.15       12
met4               210            2.71        0
met5                 0               0        -
## per-stage QoR
step / power (mW) / setup TNS (ns) / utilization, % / instances / cell area (µm²)
2_1_floorplan: 0.212 / -106.70 / - / 586 / 4580
3_3_place_gp: 0.351 / -131.19 / 42.1 / 899 / 6120
3_5_place_dp: 0.350 / -136.59 / 42.1 / 899 / 6120
4_1_cts: 0.376 / -125.49 / 43.5 / 921 / 6320
5_1_grt: 0.428 / -128.36 / 44.3 / 934 / 6440
6_report: 0.385 / -118.45 / 44.3 / 934 / 6440
## worst paths after layout
check              start            end  slack (ns)  cells past startpoint
setup / recovery  Bin[2]              Z       -6.47                     40
hold / removal       Cin  carry_outs[0]        5.30                      2
No activity file was given, so power comes from the tool's default toggle rates.
